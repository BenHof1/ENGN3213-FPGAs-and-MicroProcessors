## /design/flow/run.sh

```bash
#!/bin/bash
# OpenROAD 26Q1-2900-gdf79404cd8, Yosys 0.63+post, stock flow scripts
make -C /OpenROAD-flow-scripts/flow DESIGN_CONFIG=/design/flow/config.mk WORK_HOME=/design/flow/orfs finish
```

## /design/flow/config.mk

```make
export PLATFORM = sky130hd
export DESIGN_NAME = Sentence_ROM
export DESIGN_NICKNAME = Sentence_ROM
export VERILOG_FILES = /design/flow/design.v
export SDC_FILE = /design/flow/constraint.sdc
export NUM_CORES = 4
export LEC_CHECK = 1
export CORE_AREA = 10 10 116 116
export DIE_AREA = 0 0 126 126
```

## /design/flow/constraint.sdc

```tcl
current_design Sentence_ROM

set clk_period 1.0
set clk_io_pct 0.2

create_clock -name clk0 -period $clk_period

set non_clock_inputs [all_inputs -no_clocks]
set_input_delay [expr $clk_period * $clk_io_pct] -clock clk0 $non_clock_inputs
set_output_delay [expr $clk_period * $clk_io_pct] -clock clk0 [all_outputs]
```

## /design/flow/design.v

```verilog
`timescale 1ns / 1ps
module Sentence_ROM(
    input wire [1:0] sentenceAddr,
    output wire [255:0] sentence,
    output wire [23:0] cursorPositions
    );
    wire [255:0] sentences [0:3];
    wire [23:0] cursors [0:3];
    assign sentences[2'd0] = 256'h2144444B_211C2C1B_2D3C4B24_2C332400_4B443134_2D242300_2D441C23_00000000;
    assign sentences[2'd1] = 256'h4D1C1B1B_2C332400_1B1C4B2C_2C440000_2C332400_432D4431_2133242B_00000000;
    assign sentences[2'd2] = 256'h2C242300_431B0000_1B1C2300_2C440000_1B242400_2B2D2423_43310000_32242300;
    assign sentences[2'd3] = 256'h2C33431B_431B0000_2B442D00_1C000000_333C3424_31242D23_00000000_00000000;
    assign cursors[2'd0] = 24'b100_100_100_011_100_011_100_000;
    assign cursors[2'd1] = 24'b100_011_100_010_011_100_100_000;
    assign cursors[2'd2] = 24'b011_010_011_010_011_100_010_100;
    assign cursors[2'd3] = 24'b100_010_011_001_100_100_000_000;
    assign sentence = sentences[sentenceAddr];
    assign cursorPositions = cursors[sentenceAddr];
endmodule
```

==> notes.md <==
yosys + openroad results -> Final Hold Violation Tally 0, GP Congestion 0.686, Vias 1357, critical path startpoint category input port, fin crit share 145%, post-synth top area cell buf_4, f_max 688 MHz, fillers around 1100, synthesized area 0.00216 mm², CP Class input port to output port, Residual DRC 0, outcome complete, but fails checks, Placed Cells ~450, power density over the cells approximately 420 mW/mm², number of standard cells reported by yosys 287, main area contributors after synthesis buf_4, ha_1, inv_1, Post-DRT Antenna Nets 0, Core Area 0.0109 mm², post-route insts no fill roughly 500, fin crit period 1.45 ns, register area share after synthesis 0%, total power after layout 0.00123 W, DR iter-0 viols 25, Slew Viols, Final 0, most frequent cell after synthesis buf_4, Die Wd 126 µm, Tool Warnings between 40 and 50, Die Ht 126 µm, maximum VDD drop roughly 250 µV, Tot GR Track Use 6.90%, Hold Path Class input port to output port, wire length per cell roughly 14 µm, yosys stat chip area 0.00216 mm², violated checks setup timing, placed cell areas 0.00249 mm², final setup violation count 154, Setup crit end kind output port, Ports between 200 and 300, worst path required time 0.80 ns, layout cells sized above 1 61.2%, post-synth top area share 92.3%, unrepaired setup endpoints after global routing yes, Core Util at FP 19.8%, syn_area_per_cell approximately 7.5 µm², CP arrival 1.25 ns, First-pass DRT Iterations 3, number of global-route vias before repair 1511, worst setup margin -0.454 ns, antenna cells 0, Sequential cell area 0 µm², initial antenna violation count 0, number of I/O port buffers ~160, largest net degree at the start of global routing 33, Max-Cap Viols 0, Final Core Density 26.8%, Syn Inst Count around 290, detailed placement HPWL 5290 µm, crit-path max FO 5, Placement Setup Slack -1.23 ns, Yosys warnings 1, DR vias/cell 2.71, design area 0.00293 mm², first-pass GRT wire length slightly above 9000 µm, Distinct lib cells used 7, leakage 1.68 nW, synthesis-to-finish area growth 35.3%, flop count 0, row cnt 38, clkbuf count 0, routed wire length 7010 µm, die area ~0.016 mm², global route total overflow 0, Min-Delay Path Depth 5, most frequent cells after synthesis buf_4, ha_1, inv_1
## report_power, final
part / internal (W) / switching, W / total, W
Sequential: 0 / 0 / 0
Clock: 0 / 0 / 0
Combinational: 0.000844 / 0.000389 / 0.00123
## stage by stage
step,setup TNS [ns],hold WS [ns]
floorplan,-7.27,0.567
global placement,-160.37,1.67
detailed placement,-164.53,1.67
CTS,-45.25,0.887
global route,-47.49,0.900
finish,-42.14,0.885
## path summary, 6_finish.rpt
kind                            start  slack (ns)            end
worst max-delay path  sentenceAddr[1]       -0.45   sentence[83]
worst min-delay path  sentenceAddr[1]        0.89  sentence[171]
## metal layers
layer | part of all wire, % | track usage [%]
met1 | 40 | 7.55
met2 | 48 | 12.4
met3 | 12 | 3.27
met4 | 0.41 | 0.268
met5 | 0 | 0
## kinds of logic after synthesis
family / after synthesis / share of synthesized area [%]
AOI/OAI and AO/OA: 2 / 0.925
and+or+nand+nor: 2 / 0.578
adders and majority gates: 8 / 4.63
other: 2 / 0.347
buffers and inverters: 273 / 93.5
## layout make-up
| class | instances | area (µm²) | area share [%] |
|---|---|---|---|
| repair buffers | 214 | 1970 | 67.5 |
| multi-input cells | 139 | 719 | 24.6 |
| well taps | 140 | 175 | 5.99 |
| inverters | 7 | 50.0 | 1.71 |
| repair inverters | 1 | 7.51 | 0.257 |
## repair_timing
item,in CTS,in global routing
setup buffers,36,14
gates resized,442,130
cloned,3,3
hold buffers,0,0
pin swaps,8,7
endpoints found under the setup margin,154,154
## critical path, stage by stage
cell        delay, ns
buf_8            0.08
clkinvlp_4       0.17
ha_4             0.33
buf_6            0.13
buf_6            0.12
buf_6            0.11
buf_6            0.10
## placed cells by master (no fill, tap or decap), drive strengths merged, types with 2 or more instances in the layout
cell	n
buf	161
conb	126
clkbuf	40
clkdlybuf4s50	8
ha	8
clkinvlp	4
inv	4
or2	3
o21ba	2
dlygate4sd2	2
dlymetal6s2s	2
Power and IR drop assume default switching activity.
