==> ./config.mk <==
export PLATFORM = sky130hd
export DESIGN_NAME = Predefined_Controller
export DESIGN_NICKNAME = Predefined_Controller
export VERILOG_FILES = /design/flow/design.v
export SDC_FILE = /design/flow/constraint.sdc
export NUM_CORES = 4
export LEC_CHECK = 1
export CORE_AREA = 10 10 182 182
export DIE_AREA = 0 0 192 192
==> ./constraint.sdc <==
current_design Predefined_Controller

set clk_period 8.2
set clk_io_pct 0.2

create_clock -name clk0 -period $clk_period [get_ports {clk}]

set non_clock_inputs [all_inputs -no_clocks]
set_input_delay [expr $clk_period * $clk_io_pct] -clock clk0 $non_clock_inputs
set_output_delay [expr $clk_period * $clk_io_pct] -clock clk0 [all_outputs]
==> ./design.v <==
`timescale 1ns / 1ps
module Heartbeat_Generator # (
    parameter integer COUNTS = 50_000_000
    )(
    input clk,
    input enable,
    input reset,
    output beat
    );
    reg [$clog2(COUNTS)-1:0] counter;
    assign beat = (counter == COUNTS - 1);
    always @(posedge clk) begin
        if (reset || counter == COUNTS - 1) counter <= 0;
        if (enable) counter <= counter + 1;
    end
endmodule
`timescale 1ns / 1ps
module Predefined_Controller(
    input wire clk,
    input wire enable,
    input wire [7:0] keyboard,
    input wire nextSentence,
    input wire prevSentence,
    input wire nextWord,
    input wire prevWord,
    input wire autoScroll,
    input wire [255:0] sentence,
    output wire [31:0] displayOutput,
    output reg [1:0] currentSentence,
    output wire [15:0] ledOutput
    );
    wire autoScrollPulse;
    wire [2:0] wordIndex;
    assign ledOutput = {2'd2, 1'b0, 4'b1000 >> currentSentence, 1'b0, 8'b10000000 >> wordIndex};
    sentenceDisplayController displayController (
        .clk(clk),
        .sentence(sentence),
        .nextWord((nextWord || keyboard == 8'h74 || autoScrollPulse) && enable),
        .prevWord((prevWord || keyboard == 8'h6B) && enable),
        .currentWord(displayOutput),
        .wordIndex(wordIndex)
    );
    Heartbeat_Generator #(.COUNTS(100_000_000)) autoScrollBeat (.clk(clk), .enable(autoScroll), .reset(~autoScroll), .beat(autoScrollPulse));
    always @(posedge clk) begin
        if(enable) begin
            if (nextSentence || keyboard == 8'h75) currentSentence <= currentSentence + 1;
            if (prevSentence || keyboard == 8'h72) currentSentence <= currentSentence - 1;
        end
    end
endmodule
`timescale 1ns / 1ps
module sentenceDisplayController(
    input wire clk,
    input wire [255:0] sentence,
    input wire nextWord,
    input wire prevWord,
    output wire [31:0] currentWord,
    output wire [2:0] wordIndex
    );
    reg [2:0] currentWordIndex = 3'd7;
    assign currentWord = sentence >> (currentWordIndex * 32);
    assign wordIndex = 3'd7 - currentWordIndex;
    always @(posedge clk) begin
        if (nextWord) currentWordIndex <= currentWordIndex - 1;
        if (prevWord) currentWordIndex <= currentWordIndex + 1;
    end
endmodule
==> ./run.sh <==
#!/bin/bash
# OpenROAD 26Q1-2900-gdf79404cd8, Yosys 0.63+post, stock flow scripts
make -C /OpenROAD-flow-scripts/flow DESIGN_CONFIG=/design/flow/config.mk WORK_HOME=/design/flow/orfs finish
==> impl_metrics.py <==
# Physical implementation metrics
metrics = {
    "timing": {
        "clock_skew_ns": 0.00714,
        "setup_viol": 0,
        "worst_slack_ns": 3.13,
        "final_min_period_over_clock_period": 0.618,
        "timing_worst_slew_pin_value_ns": 0.796,
        "final_max_slew_viol_count": 0,
        "hold_viol_final": 0,
        "rsz0062_at_grt": "false",
        "period_needed_ns": 5.07,
        "timing.slew.headroom": 0.469,
        "final.setup.tns_ns": 0,
        "max_freq_ghz": 0.197,
    },
    "synth": {
        "postSynthSeqShare": 0.236,
        "post_synthesis_area_per_instance_sq_um": 13.6,
        "post_synth_inst_count": 299,
        "netlist-cell-type-count": 39,
        "synth.ff_latch_count": 32,
        "flop_cell": "sky130_fd_sc_hd__edfxtp_1",
        "yosys-stat-cells": 299,
        "synth_async_sr_flop_share": 0,
        "syn-cell-area_sq_mm": 0.00407,
        "yosys_area_sq_mm": 0.00407,
        "edf_count": 32,
        "synth.yosys.warnings": 3,
    },
    "die": {
        "fp.coreArea_sq_mm": 0.0289,
        "die_width_microns": 192,
        "die-height_microns": 192,
        "initial_utilization": 0.141,
        "floorplan.rows": 62,
        "ios": 321,
        "fp.dieArea_sq_mm": 0.0369,
    },
    "clock_tree": {
        "postCtsHoldBufs": 0,
        "cts_tree": "yes",
        "ctsHtreeMaxLevel": 2,
        "clock_path_buffers": 2,
        "clkSinkCount": 32,
        "clockRootBuffer": "sky130_fd_sc_hd__clkbuf_16",
        "clk_pin_slew_ns": 0.06,
        "cts-buffers-inserted": 5,
        "cts_post_setup_buffers_inserted": 0,
        "clock_insertion_delay_worst_skew_ns": 0.28,
        "postCtsResizedCells": 0,
    },
    "routing": {
        "met2_length_microns": 9720,
        "routedWlPerCell_microns": 19.8,
        "number_of_drc_violations_after_detailed_routing_iteration_0": 159,
        "drc": 0,
        "wl_microns": 20000,
        "ant_nets": 0,
        "route.met3.wl_microns": 1990,
        "routed.top_layer": "met4",
        "met1Wirelength_microns": 8050,
        "routed-via-count": 3936,
        "first_pass_iters": 5,
        "avgViaCountPerCell": 3.89,
    },
    "critical_path": {
        "cp_capture_type": "output port",
        "cp_slowest_stage_delay_ns": 0.74,
        "critPathTopFamily": "buffers and inverters",
        "critPathKind": "flip-flop to output port",
        "startpoint_type": "flip-flop",
        "worstPathRequired_ns": 6.56,
        "critPathSlowestCell": "sky130_fd_sc_hd__mux4_1",
        "timing.critical_path.cells": "buf_4 -> buf_4 -> mux4_1 -> mux2_2 -> clkdlybuf4s50_1",
        "critical_path.most_common_cell": "sky130_fd_sc_hd__buf_4",
        "number_of_buffers_and_inverters_on_the_critical_path": 3,
        "worstPathArrival_ns": 3.43,
        "maximum_net_fanout_on_the_critical_path": 35,
    },
    "outcome": {
        "status": "complete, no violations",
    },
    "global_route": {
        "grt_start_max_net_pins": 53,
        "grt_first_pass_wirelength_microns": 27100,
        "global_route.overflow_total": 0,
        "grt_pass1_vias": 3941,
        "antenna_violations_before_repair": 0,
        "global_route_usage_over_all_layers": 0.0995,
    },
    "pwr": {
        "power.share.combinational": 0.474,
        "ir_drop_v": 0.0000783,
        "p_sw_frac": 0.230,
        "power_report.internal_total_uw": 613,
        "power.switching_uw": 183,
        "pwr-share-seq": 0.262,
        "power-per-cell-area_mw_per_mm2": 101,
        "fraction_of_power_consumed_by_the_clock_network": 0.265,
        "leakagePower_uw": 0.00286,
    },
    "place": {
        "gpl.final_weighted_congestion": 0.888,
        "dp_worst_setup_slack_ns": 3.06,
        "io_buffers": 316,
        "dp_cells": 1004,
        "postPlaceCellArea_sq_mm": 0.00768,
        "dpl.hpwl_microns": 17000,
    },
    "finish": {
        "postLayoutCoreUtil": 0.271,
        "instances_no_fill": 1013,
        "num-fill-cells": 2972,
        "drive_above_1_share": 0.0908,
        "final_cell_area_sq_mm": 0.00784,
        "syn_to_final_growth_pct": 92.6,
    },
    "run": {
        "openroad.warnings": 25,
        "max_cap_viol_count": 0,
    },
    "worst_hold_path": {
        "hold_path.class": "flip-flop to flip-flop",
    },
}
[final timing paths]
kind / end / depth (start not counted) / slack (ns) / from
max: displayOutput[4] / 5 / 3.13 / displayController.currentWordIndex[0]
min: autoScrollBeat.counter[0] / 1 / 0.62 / autoScrollBeat.counter[0]
max reg2reg: displayController.currentWordIndex[0] / 5 / 5.83 / autoScrollBeat.counter[0]
min reg2reg: autoScrollBeat.counter[0] / 1 / 0.62 / autoScrollBeat.counter[0]
[cells by family after synthesis]
logic type	Yosys count	share of synthesized area
fa+ha+maj	2	0.00799
xor+xnor	27	0.0581
mux	96	0.492
buf+inv	32	0.0476
flops	32	0.236
simple gates	99	0.143
compound gates	9	0.0138
other cells	2	0.00184
[metal layers]
metal / vias to the layer above / global-route usage
li1: 1879 / -
met1: 1852 / 0.132
met2: 195 / 0.162
met3: 10 / 0.0312
met4: 0 / 0.0137
met5: - / 0
[synth_stat cells, types with 3 or more instances]
master,instances,area share
sky130_fd_sc_hd__xor2_1,9,0.019
sky130_fd_sc_hd__nor3b_1,3,0.0055
sky130_fd_sc_hd__buf_6,7,0.019
sky130_fd_sc_hd__mux4_2,10,0.055
sky130_fd_sc_hd__mux2_2,32,0.088
sky130_fd_sc_hd__nor3_1,8,0.0098
sky130_fd_sc_hd__nor2b_1,4,0.0061
sky130_fd_sc_hd__nand3_1,8,0.0098
sky130_fd_sc_hd__mux4_1,54,0.35
sky130_fd_sc_hd__edfxtp_1,32,0.24
sky130_fd_sc_hd__clkbuf_1,14,0.013
sky130_fd_sc_hd__xnor2_1,18,0.039
sky130_fd_sc_hd__nand4_1,6,0.0092
sky130_fd_sc_hd__nor2_1,8,0.0074
sky130_fd_sc_hd__nand2_1,11,0.010
sky130_fd_sc_hd__and2_1,27,0.041
sky130_fd_sc_hd__inv_1,4,0.0037
sky130_fd_sc_hd__and3_1,8,0.012
sky130_fd_sc_hd__and4_1,5,0.011
sky130_fd_sc_hd__buf_4,5,0.0092
[state kept, by name, summed over array words and instances, names as in the netlist]
signal,count
currentSentence,2
autoScrollBeat.counter,27
displayController.currentWordIndex,3
[worst register-to-register path, delay by kind of cell, from the launching register on]
family | cells | cell delay [ns]
and+or+nand+nor | 3 | 0.79
AOI/OAI and AO/OA | 1 | 0.63
DFF | 1 | 0.39
adders and majority gates | 1 | 0.20
[cell type report]
class | instances | area, sq um | area share
Timing Repair Buffer | 320 | 3190 | 0.407
Multi-Input combinational cell | 264 | 3030 | 0.386
Sequential cell | 32 | 961 | 0.123
Tap cell | 384 | 480 | 0.0613
Clock buffer | 6 | 129 | 0.0164
Clock inverter | 2 | 35.0 | 0.00447
Inverter | 4 | 15.0 | 0.00191
Antenna cell | 1 | 2.50 | 0.000319
[stage by stage]
step	hold WS, ns	power, uW
floorplan	0.575	352
global placement	0.606	590
finish	0.617	796
global route	0.656	838
CTS	0.622	808
detailed placement	0.614	592
[layout by cell type, fill, tap and decap left out, types with 2 or more instances in the layout]
master	instances
sky130_fd_sc_hd__nand2b_1	2
sky130_fd_sc_hd__or2_2	2
sky130_fd_sc_hd__nor2b_1	4
sky130_fd_sc_hd__inv_1	4
sky130_fd_sc_hd__and2_1	27
sky130_fd_sc_hd__conb_1	31
sky130_fd_sc_hd__buf_4	4
sky130_fd_sc_hd__clkbuf_16	5
sky130_fd_sc_hd__nand2_1	11
sky130_fd_sc_hd__a21oi_1	2
sky130_fd_sc_hd__clkdlybuf4s50_1	316
sky130_fd_sc_hd__nor3b_1	3
sky130_fd_sc_hd__mux4_2	10
sky130_fd_sc_hd__nor2_1	8
sky130_fd_sc_hd__o31ai_1	2
sky130_fd_sc_hd__nor3_1	8
sky130_fd_sc_hd__and4_1	5
sky130_fd_sc_hd__mux4_1	54
sky130_fd_sc_hd__nand3_1	8
sky130_fd_sc_hd__or3_1	2
sky130_fd_sc_hd__edfxtp_1	32
sky130_fd_sc_hd__mux2_2	32
sky130_fd_sc_hd__xor2_1	9
sky130_fd_sc_hd__and3_1	8
sky130_fd_sc_hd__nand4_1	6
sky130_fd_sc_hd__xnor2_1	18
[power by group through the flow]
stage	combinational [uW]	sequential, uW	clock, uW
4_1_cts	383	209	216
5_1_grt	402	211	225
6_report	377	208	211
Power figures rest on the tool's default switching activity, not on a simulated workload.
