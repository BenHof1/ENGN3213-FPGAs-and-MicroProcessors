==> flow/config.mk <==
export PLATFORM = sky130hd
export DESIGN_NAME = SSD_Controller
export DESIGN_NICKNAME = SSD_Controller
export VERILOG_FILES = /design/flow/design.v
export SDC_FILE = /design/flow/constraint.sdc
export NUM_CORES = 4
export LEC_CHECK = 1
export CORE_AREA = 10 10 101 101
export DIE_AREA = 0 0 111 111
==> flow/constraint.sdc <==
current_design SSD_Controller

set clk_period 7.3
set clk_io_pct 0.2

create_clock -name clk0 -period $clk_period [get_ports {clk}]

set non_clock_inputs [all_inputs -no_clocks]
set_input_delay [expr $clk_period * $clk_io_pct] -clock clk0 $non_clock_inputs
set_output_delay [expr $clk_period * $clk_io_pct] -clock clk0 [all_outputs]
==> flow/design.v <==
`timescale 1ns / 1ps
module Heartbeat_Generator # (
    parameter integer COUNTS = 50_000_000
    )(
    input clk,
    input enable,
    input reset,
    output beat
    );
    reg [$clog2(COUNTS)-1:0] counter;
    assign beat = (counter == COUNTS - 1);
    always @(posedge clk) begin
        if (reset || counter == COUNTS - 1) counter <= 0;
        if (enable) counter <= counter + 1;
    end
endmodule
`timescale 1ns / 1ps
module SSD_Controller(
    input wire clk,
    input wire enable,
    input wire [31:0] word,
    output wire [6:0] segments,
    output reg [3:0] anodes
    );
    reg [1:0] activeSegment;
    reg [7:0] activeChar;
    wire onekHzBeat;
    Seven_Segment_Decoder decoder (
        .charCode(activeChar),
        .segments(segments)
    );
    Heartbeat_Generator #(.COUNTS(100_000)) onekHzBeatGen (
        .clk(clk),
        .enable(1'b1),
        .reset(1'b0),
        .beat(onekHzBeat)
    );
    always @(*) begin
        if(enable) begin
            case(activeSegment)
                2'd0 : 
                    begin
                        anodes = 4'b0111;
                        activeChar = word[31:24];
                    end
                2'd1 : 
                    begin
                        anodes = 4'b1011;
                        activeChar = word[23:16];
                    end
                2'd2 : 
                    begin
                        anodes = 4'b1101;
                        activeChar = word[15:8];
                    end
                2'd3 : 
                    begin
                        anodes = 4'b1110;
                        activeChar = word[7:0];
                    end
                default : 
                    begin
                        anodes = 4'd0;
                        activeChar = 8'd0;
                    end
            endcase
        end else begin
            anodes = 4'b1111;
            activeChar = 8'h0;
        end
    end
    always @(posedge clk) begin
        if (onekHzBeat) activeSegment <= activeSegment + 1;
    end
endmodule
`timescale 1ns / 1ps
module Seven_Segment_Decoder(
    input wire [7:0] charCode,
    output reg [6:0] segments
    );
    always @(*) begin
        case (charCode)
            8'h1C : segments = ~7'b1110111;  
            8'h24 : segments = ~7'b1001111;  
            8'h43 : segments = ~7'b0110000;  
            8'h44 : segments = ~7'b1111110;  
            8'h3C : segments = ~7'b0111110;  
            8'h32 : segments = ~7'b0011111;  
            8'h21 : segments = ~7'b1001110;  
            8'h23 : segments = ~7'b0111101;  
            8'h2B : segments = ~7'b1000111;  
            8'h34 : segments = ~7'b1011111;  
            8'h33 : segments = ~7'b0110111;  
            8'h4B : segments = ~7'b0001110;  
            8'h31 : segments = ~7'b0010101;  
            8'h4D : segments = ~7'b1100111;  
            8'h2D : segments = ~7'b0000101;  
            8'h1B : segments = ~7'b1011011;  
            8'h2C : segments = ~7'b0001111;  
            8'h5D : segments = ~7'b0000110;  
            default : segments = ~7'b0000000;
        endcase
    end
endmodule
==> flow/run.sh <==
#!/bin/bash
# OpenROAD 26Q1-2900-gdf79404cd8, Yosys 0.63+post, stock flow scripts
make -C /OpenROAD-flow-scripts/flow DESIGN_CONFIG=/design/flow/config.mk WORK_HOME=/design/flow/orfs finish
==> summary.txt <==
yosys + openroad results -> outcome=completed, post-CTS sizing=0, worst reg2reg path startpoint=onekHzBeatGen.counter[0]$_DFF_P_, Root Driver=clkbuf_8, fin. max-slew vios=0, vias=approximately 1500, min Tclk post-route=6.01 ns, first-iteration detailed-routing DRC count=42, reg2reg path depth=6, Hold Path Class=flip-flop to flip-flop, Final Hold Vio Count=0, Int Pwr=0.161 mW, ys flop type=dfxtp_1, most common cell in the netlist=dfxtp_1, Syn-to-layout area delta=37.9%, Port Buffer Count=~44, DIE AREA=0.0123 mm², Flop pwr share=between 50% and 60%, clk_skew=0.00167 ns, Largest cells by area=dfxtp_1, xnor2_1, nand3_1, post-synth cell types=a little over 50, CP endpoint kind=output port, clock slew at reported path FFs=0.06 ns, YS warnings=3, yosys cell count=181, Antenna Nets Post-Route=0, CP startpoint kind=primary input, Post-synth EDFFs=2, post-synthesis sequential area ratio=between 20% and 30%, WS Path Type=primary input to output port, Util after Layout=a little over a quarter, mapped cell area=0.00155 mm², WL final=4560 µm, Yosys chip area=0.00155 mm², Vias/cell=4.66, Final period util=82.3%, Max rail drop VDD=roughly 130 µV, Worst EP required=5.84 ns, post-synth top area share=22.0%, DRC=0, pwr dens=about 93 mW/mm², total gr overflow=0, clock power share=34.8%, largest net degree at the start of global routing=18, Die H=111 µm, hold path cells=1, r2r setup slk=5.73 ns, WL per Instance=~14 µm, CTS max path bufs=2, post-CTS setup buffer count=0, layout cell share with drive strength beyond 1=9.42%, hold endpoint=onekHzBeatGen.counter[0]$_DFF_P_, I/O pin count=45, Leak=about 0.71 nW, num rows=33, Initial Utilization=approximately a fifth, cts bufs inserted=3, CTS H-Tree Depth=1, Final setup viols=0, drt pass-1 iters=6, Syn Inst Count=181, Placer Congestion=0.923, worst r2r dst=onekHzBeatGen.counter[16]$_DFF_P_, total power=roughly 0.2 mW, dominant cell type by area after synthesis=dfxtp_1, Slew @ Worst Pin=0.820 ns, Sw Share=18.7%, Synth flops=19, first-pass GRT wire length=roughly 7500 µm, vias in the first global route=between 1000 and 1500, Hold Path Origin=onekHzBeatGen.counter[0]$_DFF_P_, total core area=0.00813 mm², CTS Hold Bufs=0, # diodes=0, final setup TNS=0 ns, count of tool warnings=28, Die X=111 µm, initial antenna violation count=0, Commonest cells post-synth=dfxtp_1, nand2_1, nand3_1, xnor2_1, nor2_1, Peak Freq=166 MHz, clk latency late pin=between 0.2 and 0.25 ns, ys async rst share=0%, RSZ-0062 raised after global routing=no, crit-path max FO=16, sw power=about 0.037 mW, Worst EP arrival=4.55 ns, Max Cap Viol=0, Comb power frac=12.0%, # clock sinks=19, post-DP HPWL=3640 µm, All-Layer GR Usage=7.05%, CTS tree=built, Rel. slew slack=45.3%, Mean Syn Cell Area=8.54 µm²
-- state kept, by name, summed over array words and instances, names as in the netlist --
name and cells:
onekHzBeatGen.counter 17, activeSegment 2
-- critical path: stages --
cell	delay, ns
clkdlybuf4s50_1	0.45
buf_4	0.24
inv_1	0.11
a211oi_2	0.66
nand3_1	0.34
nor2_1	0.26
nor2_1	0.08
o2111ai_2	0.33
o2111ai_1	0.17
clkdlybuf4s50_1	0.44
-- stage by stage --
stage	hold WS (ns)	setup slack, ns	instances	instance area [µm²]
after detailed placement	0.402	1.36	324	2090
after CTS	0.419	1.35	328	2130
after floorplan	0.383	2.97	181	1550
final	0.413	1.29	328	2130
after global placement	0.399	1.46	324	2090
after global routing	0.450	0.971	328	2130
-- placed cells by master, fill, tap and decap left out, types with 10 or more instances in the layout --
| cell | Yosys | layout |
|---|---|---|
| nand4_1 | 10 | 10 |
| xnor2_1 | 12 | 12 |
| nor2_1 | 11 | 11 |
| nand3_1 | 13 | 13 |
| nand2_1 | 16 | 16 |
| dfxtp_1 | 17 | 17 |
| clkdlybuf4s50_1 | 0 | 44 |
-- per-layer routing --
metal / share of wire [%] / routed length [µm] / up-vias / GRT usage, %
met5: 0 / 0 / - / 0
met4: 0.64 / 29 / 0 / 1.65
met3: 5.5 / 249 / 2 / 1.20
met2: 47 / 2140 / 51 / 11.1
met1: 47 / 2150 / 692 / 9.79
li1: - / - / 784 / -
-- worst max path at each step --
stage	startpoint	to	slack, ns	cells past startpoint
6_report	enable	segments[4]	1.29	10
5_1_grt	enable	segments[4]	0.97	10
4_1_cts	enable	segments[4]	1.35	10
-- cell type report --
class,instances,area (µm²)
timing repair buffer,45,448
inverter,7,26.3
tap,105,131
multi-input combinational,148,1080
fill,864,6000
clock buffer,4,45.0
sequential,19,400
-- kinds of logic after synthesis --
kind of cell	count (synthesis)	share of synthesized area (%)
AOI/OAI and AO/OA	43	27.6
and+or+nand+nor	83	28.4
DFF	19	25.9
muxes	1	0.729
adders and majority gates	5	4.05
xor gates and xnor gates	16	9.07
buffers and inverters	14	4.21
-- power by group through the flow --
| stage | Sequential (mW) | Clock, mW | Combinational (mW) |
|---|---|---|---|
| 6_report | 0.105 | 0.0688 | 0.0237 |
| 5_1_grt | 0.105 | 0.0761 | 0.0251 |
| 4_1_cts | 0.105 | 0.0715 | 0.0238 |
Power is estimated from default activity; no workload was simulated.
